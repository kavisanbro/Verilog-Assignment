==> flow/design.v <==
`timescale 1ns / 1ps
module alu_blocking (
  input  [3:0] a, b,         
  input  [2:0] sel,          
  output reg [4:0] y         
);
  always @(*) begin
    y = 0;   
    case (sel)
      3'b000: y = a + b;    
      3'b001: y = a - b;    
      3'b010: y = a & b;    
      3'b011: y = a | b;    
      3'b100: y = a ^ b;    
      3'b101: y = ~a;       
      3'b110: y = a << 1;   
      3'b111: y = a >> 1;   
      default: y = 0;
    endcase
  end
endmodule
==> flow/run.sh <==
#!/bin/bash
# OpenROAD 26Q1-2900-gdf79404cd8, Yosys 0.63+post, stock flow scripts
make -C /OpenROAD-flow-scripts/flow DESIGN_CONFIG=/design/flow/config.mk WORK_HOME=/design/flow/orfs finish
==> flow/config.mk <==
export PLATFORM = sky130hd
export DESIGN_NAME = alu_blocking
export DESIGN_NICKNAME = alu_blocking
export VERILOG_FILES = /design/flow/design.v
export SDC_FILE = /design/flow/constraint.sdc
export NUM_CORES = 4
export LEC_CHECK = 1
export CORE_AREA = 10 10 73 73
export DIE_AREA = 0 0 83 83
==> flow/constraint.sdc <==
current_design alu_blocking

set clk_period 5.0
set clk_io_pct 0.2

create_clock -name clk0 -period $clk_period

set non_clock_inputs [all_inputs -no_clocks]
set_input_delay [expr $clk_period * $clk_io_pct] -clock clk0 $non_clock_inputs
set_output_delay [expr $clk_period * $clk_io_pct] -clock clk0 [all_outputs]
==> results_slide.txt <==
Synthesis and Place & Route Summary

Outcome
  • Outcome: completed

Logic synthesis
  • Ys Warns: 1
  • Unique cell types: 35
  • Synth Instances: 88
  • Yosys stat chip area: 643 um2
  • Mapped cell area: 643 um2
  • Sequential fraction of the synthesis area: 0
  • Ys cells: 88
  • Syn Area/Cell: 7.31 um2

Cells and area
  • Most frequent cells in the layout: clkdlybuf4s50_1 (16), ha_1 (13), inv_1 (11)
  • Register area: 0 um2
  • Area grow syn2layout: 29.8%
  • Final std cells w/o fill: 149
  • Most frequent logic cell in the layout: clkdlybuf4s50_1
  • Seq cells: 0
  • FILL cells: 434
  • # clk buffers: 0
  • Layout cells sized above 1: 0.109

Timing
  • Crit path time final: 4580 ps
  • RSZ-0062 raised after global routing: false
  • Final Hold Vio Count: 0
  • # setup viols final: 0
  • Max-slew violations: 0
  • Max_slew headroom: 0.752
  • Slew @ Worst Pin: 362 ps
  • Fmax: 0.218 GHz
  • Final period utilization: 0.916
  • Setup TNS: 0 ps

Placement
  • Post-Place Cells: 149
  • GP Congestion: 0.776
  • Detailed placement HPWL: 1.33 mm
  • Port bufs: 16

Detailed routing
  • DR vias: 645
  • Detailed Route WL: 1.61 mm
  • Post-route ant nets: 0
  • DRC viols: 0
  • First drt pass iteration count: 4
  • Vias per inst: 4.33
  • ANT cells: 0
  • Initial DRC count: 6
  • Routed wire per std cell: 10.8 um

Power and ir drop
  • Clk pwr share: 0
  • Leak: 0.364 nW
  • Max rail drop VDD: 0.0287 mV
  • Cell-internal power: 0.0417 mW
  • Logic pwr share: 1.000
  • Sw Pwr: 0.0378 mW
  • Seq pwr share: 0
  • Pwr Total: 0.0796 mW
  • Power Density: 95.3 nW/um2
  • Sw frac: 0.476

Hold path
  • Worst Hold Launch: a[0]
  • Hold depth: 4
  • Hold path endpoint: y[0]
  • Worst Hold Class: primary input to output pin

CTS
  • Hold Buf Count CTS: 0
  • Postcts setup bufs: 0
  • Post-CTS Resized: 0

Flow run
  • Max-cap viol count: 0
  • Log Warnings: 37

Global routing
  • Initial antenna violation count: 0
  • GRT overflow: 0
  • Vias in the first global route: 588
  • Largest net degree at the start of global routing: 24
  • First-pass GRT wire length: 2.84 mm
  • Global-route usage over all layers: 0.0449

Floorplanning
  • Floorplan core density: 0.172
  • Die area: 6890 um2
  • I/O pin cnt: 16
  • Row cnt: 22
  • Core area: 3740 um2
  • Die width: 83 um
  • Die H: 83 um

Setup path
  • Req. time, crit path: 4000 ps
  • Kind of end point of the critical path: output pin
  • Worst Path Arrival: 3580 ps
  • CP max FO: 4
  • Delay of the slowest critical-path stage: 560 ps
  • Critical path class: primary input to output pin
  • Element type at the critical path start: primary input
  • CP max-delay cell: clkdlybuf4s50_1
  • Crit path cell chain: clkdlybuf4s50_1, inv_1, ha_1, a21oi_1, xnor2_1, ha_1, nand3_1, a211oi_1, a31oi_1, o31ai_2, clkdlybuf4s50_1
-- worst max-delay path by stage --
stage         cells past startpoint  startpoint  endpoint  slack [ps]
CTS                              11        b[0]      y[4]         410
global route                     11        b[0]      y[4]         180
finish                           11        b[0]      y[4]         420
-- area by class of cell --
class / instances / area (um2) / area share
inverters: 13 / 48.8 / 0.0585
repair buffers: 19 / 183 / 0.219
multi-input cells: 69 / 543 / 0.651
well taps: 48 / 60.1 / 0.0720
-- layer usage --
metal,GRT usage,routed length [um]
met1,0.0614,753
met2,0.0768,792
met3,0.00591,59
met5,0,0
met4,0,0
-- power groups by stage --
stage	registers [mW]	clock network [mW]	logic (mW)
final	0	0	0.0796
after global routing	0	0	0.0906
after CTS	0	0	0.0808
-- synth_stat cells (all sizes together), types with 2 or more instances --
library cell / count / area share
a21oi: 9 / 0.076
a31oi: 3 / 0.029
buf: 6 / 0.080
ha: 13 / 0.25
inv: 13 / 0.076
mux2i: 3 / 0.047
nand2: 7 / 0.045
nand3: 2 / 0.016
nor2: 4 / 0.027
nor3: 2 / 0.016
o21ai: 8 / 0.062
o31ai: 2 / 0.039
xnor2: 2 / 0.027
-- cell families after synthesis --
logic type | synth area share
mux | 0.0700
simple gates | 0.136
xor+xnor | 0.0409
buf+inv | 0.156
compound gates | 0.313
fa+ha+maj | 0.284
-- per-stage QoR --
step                      setup slack (ps)  hold WS (ps)   util  cell area, um2
after floorplan                       1520          2110      -             643
final                                  421          3170  0.223             835
after global placement                 418          3190  0.223             835
after global routing                   179          3240  0.223             835
after detailed placement               417          3180  0.223             835
after CTS                              408          3180  0.223             835
-- critical path: cells and delay by family --
family / cells / cell delay (ps)
xor+xnor: 1 / 90
fa+ha+maj: 2 / 570
simple gates: 1 / 130
buf+inv: 3 / 1170
compound gates: 4 / 620
Power figures rest on the tool's default switching activity, not on a simulated workload.

$ cat design/flow/run.sh
#!/bin/bash
# OpenROAD 26Q1-2900-gdf79404cd8, Yosys 0.63+post, stock flow scripts
make -C /OpenROAD-flow-scripts/flow DESIGN_CONFIG=/design/flow/config.mk WORK_HOME=/design/flow/orfs finish
$ cat design/flow/config.mk
export PLATFORM = sky130hd
export DESIGN_NAME = twos_complement_adder
export DESIGN_NICKNAME = twos_complement_adder
export VERILOG_FILES = /design/flow/design.v
export SDC_FILE = /design/flow/constraint.sdc
export NUM_CORES = 4
export LEC_CHECK = 1
export CORE_AREA = 10 10 70 70
export DIE_AREA = 0 0 80 80
$ cat design/flow/constraint.sdc
current_design twos_complement_adder

set clk_period 3.6
set clk_io_pct 0.2

create_clock -name clk0 -period $clk_period

set non_clock_inputs [all_inputs -no_clocks]
set_input_delay [expr $clk_period * $clk_io_pct] -clock clk0 $non_clock_inputs
set_output_delay [expr $clk_period * $clk_io_pct] -clock clk0 [all_outputs]
$ cat design/flow/design.v
`timescale 1ns / 1ps
module twos_complement_adder (
    input  [3:0] x, y,
    input        c_in,
    output [3:0] sum,
    output       c_out
);
    wire [3:0] t;
    assign t = y ^ {4{c_in}};          
    assign {c_out, sum} = x + t + c_in; 
endmodule
==> summary.txt <==
fresh numbers from the pnr run: cycle use final 96.3%, yosys stat chip area 180 µm², Reg area 0 µm², met3 usage 1.25%, chip area 0.00640 mm², Vias/cell 2.50, Crit path required time 2.88 ns, post-route cell area 392 µm², pwr dens 184 mW/mm², Max FO, Critical Path 2, vias in the first global route 226, synthesized instance count 20, antenna-violating nets left 0, share of layout cells above drive strength 1 8.33%, DR iter-0 viols 1, Worst Tran Pin Value 0.299 ns, f_max 288 MHz, final WL 618 µm, Placer Congestion 0.679, total grt overflow 0, Mapped Area 180 µm², worst hold path type in2out, Synth warnings 0, Crit path arrival time 2.75 ns, Post-DP HPWL 561 µm, Core Rows 21, Logic cell area 176 µm², total track usage 1.97%, WS Path Type in2out, die extent in x 80 µm, PortBufs 14, antenna violations before repair 0, crit path to sum[3], Worst Setup SP y[3], relative slew slack 80.0%, Distinct lib cells used 12, Leak Pwr 0.145 nW, RSZ-0062 raised after global routing no, M2 GR Usage 1.93%, Tool Warnings 32, comb area leader adder cells, vertical die size 80 µm, # DRC 0, number of clock buffers in the layout 0, area growth from synthesis to layout 117%, post-synthesis sequential area ratio 0%, CORE AREA 0.00342 mm², Cells after DPL 81, Pre-Repair DR Iteration Count 2, Final setup viols 0, max-cap violations 0, yosys stat cell total 20, simple share 20.1%, fin crit period 3.47 ns, pin count of the biggest net entering global routing 6, final hold vios 0, Post-synth mux share 8.33%, Core Density at Floorplan 5.27%, Pins Over Slew Limit 0, adder share 31.9%, global-route wire length before repair 1020 µm, wire per inst 7.54 µm, aoi share 13.2%, # fillers 400, CP endpoint kind output pin, GR Util met1 3.31%, CP startpoint kind primary input, status completed, Seq cells 0, ant diodes 0, yosys xor share 24.3%, syn_area_per_cell 9.01 µm², io pins 14, total number of vias 205, most used routing layer met1, Post-DP Area 385 µm², Max IR drop VDD 0.0000695 V, Post-Layout Cell Count 82, # hold bufs at CTS 0
-- worst min-delay path by stage --
stage	endpoint	cells past startpoint	from
6_report	sum[0]	3	x[0]
4_1_cts	sum[0]	3	x[0]
5_1_grt	sum[0]	3	x[0]
-- critical path, cell delays in order --
cell,delay [ns]
clkdlybuf4s50_1,0.41
xor2_1,0.16
ha_1,0.30
inv_1,0.05
or4_1,0.51
nand4_1,0.12
clkdlybuf4s50_1,0.48
-- repair_timing --
action | 4_1_cts | 5_1_grt
buffers inserted | 0 | 1
pin swaps | 0 | 1
resized | 1 | 0
gates cloned | 0 | 0
setup endpoints to repair | 1 | 1
-- logic make-up (layout without fill, tap and decap cells) --
group / count (synthesis) / in the layout
compound gates: 4 / 4
xor+xnor: 5 / 5
fa+ha+maj: 4 / 4
buf+inv: 1 / 17
mux: 1 / 1
simple gates: 5 / 5
-- area by class of cell --
type	count	area share, %
inverters	1	0.958
multi-input cells	19	45.0
well taps	46	14.7
repair buffers	16	39.3
-- metrics by stage --
step | setup WS, ns | hold slack, ns | TNS, ns | power, mW | utilization [%]
final | 0.133 | 2.41 | 0 | 0.0719 | 11.5
after global routing | 0.00725 | 2.46 | 0 | 0.0819 | 11.5
after CTS | 0.0879 | 2.42 | 0 | 0.0715 | 11.2
after detailed placement | -0.00145 | 2.41 | -0.00145 | 0.0716 | 11.3
after global placement | 0.0165 | 2.41 | 0 | 0.0703 | 11.3
after floorplan | 1.09 | 1.47 | 0 | 0.0256 | -
-- layout by cell type (no fill, tap or decap) --
master / synthesis / layout
dlygate4sd2_1: 0 / 1
fa_1: 1 / 1
ha_1: 3 / 3
a21oi_1: 2 / 2
mux2_4: 1 / 1
or4_1: 1 / 1
buf_4: 0 / 2
nor3b_1: 1 / 1
nor4b_1: 1 / 1
inv_1: 1 / 1
clkdlybuf4s50_1: 0 / 13
nand4_1: 2 / 2
xor2_1: 5 / 5
o21bai_1: 1 / 1
a31oi_1: 1 / 1
-- layer usage --
metal | wire [µm] | vias up
met4 | 0 | 0
li1 | - | 110
met3 | 89 | 0
met5 | 0 | -
met1 | 380 | 82
met2 | 148 | 13
-- cell usage after synthesis --
| cell type | count | area (µm²) |
|---|---|---|
| or4_1 | 1 | 7.51 |
| nor3b_1 | 1 | 7.51 |
| nand4_1 | 2 | 12.5 |
| o21bai_1 | 1 | 7.51 |
| fa_1 | 1 | 20.0 |
| nor4b_1 | 1 | 8.76 |
| mux2_4 | 1 | 15.0 |
| ha_1 | 3 | 37.5 |
| inv_1 | 1 | 3.75 |
| a21oi_1 | 2 | 10.0 |
| xor2_1 | 5 | 43.8 |
| a31oi_1 | 1 | 6.26 |
-- power by group --
group	leakage, nW	internal (mW)	switching [mW]
Sequential	0	0	0
Clock	0	0	0
Combinational	0.145	0.0471	0.0248
Power figures rest on the tool's default switching activity, not on a simulated workload.

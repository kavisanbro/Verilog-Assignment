File: flow/design.v
`timescale 1ns / 1ps
module adder4 (
    input  [3:0] a, b,
    input c_in,
    output [3:0] sum,
    output c_out
);
    assign {c_out, sum} = a + b + c_in;
endmodule
File: flow/run.sh
#!/bin/bash
# OpenROAD 26Q1-2900-gdf79404cd8, Yosys 0.63+post, stock flow scripts
make -C /OpenROAD-flow-scripts/flow DESIGN_CONFIG=/design/flow/config.mk WORK_HOME=/design/flow/orfs finish
File: flow/config.mk
export PLATFORM = sky130hd
export DESIGN_NAME = adder4
export DESIGN_NICKNAME = adder4
export VERILOG_FILES = /design/flow/design.v
export SDC_FILE = /design/flow/constraint.sdc
export NUM_CORES = 4
export LEC_CHECK = 1
export CORE_AREA = 10 10 70 70
export DIE_AREA = 0 0 80 80
File: flow/constraint.sdc
current_design adder4

set clk_period 3.8
set clk_io_pct 0.2

create_clock -name clk0 -period $clk_period

set non_clock_inputs [all_inputs -no_clocks]
set_input_delay [expr $clk_period * $clk_io_pct] -clock clk0 $non_clock_inputs
set_output_delay [expr $clk_period * $clk_io_pct] -clock clk0 [all_outputs]
==> qor.csv <==
metric,value,unit
status,finished clean,
synth_area_per_cell,8.99,sq um
yosys_warnings,0,
peakVddDrop,0.0133,mV
setup_tns,0,ns
crit_path_start_kind,primary input,
gp_congestion,0.772,
via_per_inst,2.05,
drc_errors,0,
critPathRequiredTime,3.04,ns
synthToLayoutAreaGrowth,137,%
stdcell_area,342,sq um
syn-cell-area,144,sq um
min_from,c_in,
diodes,0,
antenna_found_initial,0,
grt_first_pass_wirelength,779,um
grt_pass1_vias,154,
hold_viol_final,0,
min_path_cells,3,
power.density,131,nW/um^2
yosys_cells,16,
maxSlewHeadroom,89.4,%
drtAntennaViolNets,0,
final_layout_top_logic_cells,"14 x clkdlybuf4s50_1, 4 x inv_1, 3 x ha_1",
hold_path.class,primary input to output pin,
warnings,35,
cts_hold_buffers,0,
grt.total_usage,1.55,%
worst_slew_pin_slew,0.157,ns
die_w,80,um
post_cts_buffers,0,
place_inst,76,
post_cts_resized,0,
n_clock_buffer,0,
drive_gt1_share,3.33,%
fill_cells,398,
drtIter0Drc,0,
overflow,0,
drtPass1Iterations,1,
flops,0,
setup_viol,0,
ioPinCount,14,
worstPathMaxFanout,2,
final_cells,76,
critPathCaptureType,output pin,
ys_types,9,
ys_chip_area,144,sq um
seq_area,0,sq um
dr_total_vias,156,
io_buffers,14,
fp-utilization,4.21,%
rsz0062_at_grt,no,
maxSlewViolCount,0,
fin_crit_sh,89.2,%
p_leak,0.135,nW
grt_max_degree,4,
post_dp_cell_area,342,sq um
fmax,295,MHz
die_h,80,um
critPathKind,primary input to output pin,
synth_cells,16,
dieArea,6400,sq um
core,3420,sq um
layout_top_cell,clkdlybuf4s50_1,
postSynthSeqShare,0,%
layout_min_cycle_time,3.39,ns
post_drt_wl_per_cell,6.55,um
rows,21,
holdPathEnd,sum[0],
maxCapViolations,0,
cp.arrival,2.63,ns
finalWirelength,498,um
==> critical path, cell delays in order <==
cell             delay, ns
clkdlybuf4s50_1       0.48
fa_1                  0.20
inv_1                 0.05
fa_1                  0.40
nor2b_1               0.12
o21ai_0               0.08
nand2b_1              0.07
clkdlybuf4s50_1       0.46
==> cell families (layout without fill, tap and decap cells) <==
kind of cell	count (synthesis)	in the layout	synth area share (%)
xor gates and xnor gates	2	2	12.2
and+or+nand+nor	2	2	8.70
adders and majority gates	5	5	53.9
buffers and inverters	4	18	10.4
AOI/OAI and AO/OA	3	3	14.8
==> per-layer routing <==
layer | global-route usage, % | wire length [um] | up-vias
li1 | - | - | 79
met1 | 2.32 | 228 | 65
met2 | 1.69 | 138 | 12
met3 | 1.25 | 131 | 0
met4 | 0 | 0 | 0
met5 | 0 | 0 | -
==> worst max path at each step <==
stage	start	to	slack (ns)	cells past startpoint
5_1_grt	b[0]	c_out	0.28	8
6_report	a[0]	c_out	0.41	8
4_1_cts	a[0]	c_out	0.39	8
==> cell type report <==
class,instances,area (sq um),share of cell area (%)
inverters,4,15.0,4.40
well taps,46,57.6,16.8
repair buffers,14,140,41.0
multi-input cells,12,129,37.7
==> through the flow <==
stage               utilization [%]  worst slack, ns  total power [mW]  hold slack (ns)
finish                         10.0            0.412            0.0446             2.60
global route                   10.0            0.282            0.0506             2.62
detailed placement             10.0            0.395            0.0458             2.60
floorplan                         -             1.36            0.0141             1.62
global placement               10.0            0.404            0.0458             2.61
CTS                            10.0            0.392            0.0461             2.61
==> power breakdown <==
part / leakage (nW) / switching, mW / internal (mW)
Clock: 0 / 0 / 0
Sequential: 0 / 0 / 0
Combinational: 0.135 / 0.0126 / 0.0320
Total: 0.135 / 0.0126 / 0.0320
==> cell usage after synthesis <==
library cell	n	area, sq um
inv_1	4	15.0
ha_1	3	37.5
fa_1	2	40.0
xnor2_1	2	17.5
a21o_1	1	7.51
a21oi_2	1	8.76
nand2b_1	1	6.26
nor2b_1	1	6.26
o21ai_0	1	5.00
Power and IR drop assume default switching activity.
